## flow/config.mk

```make
export PLATFORM = sky130hd
export DESIGN_NAME = led
export DESIGN_NICKNAME = led
export VERILOG_FILES = /design/flow/design.v
export SDC_FILE = /design/flow/constraint.sdc
export NUM_CORES = 4
export LEC_CHECK = 1
export CORE_AREA = 10 10 102 102
export DIE_AREA = 0 0 112 112
```

## flow/design.v

```verilog
module led(
    input sys_clk,
    input rst_n,
    output reg [3:0] led
 );
    reg[31:0] timer_cnt;
always@(posedge sys_clk or negedge rst_n)
    begin
        if (!rst_n)
            begin
                led <= 4'b0101;
                timer_cnt <= 32'd0 ;
            end
    else if(timer_cnt >= 32'd49_999_999)
        begin
            led <= ~led;
            timer_cnt <= 32'd0;
        end
    else
        begin
        led <= led;
        timer_cnt <= timer_cnt + 32'd1;
        end
    end
endmodule
```

## flow/constraint.sdc

```tcl
current_design led

set clk_period 3.6
set clk_io_pct 0.2

create_clock -name clk0 -period $clk_period [get_ports {sys_clk}]

set non_clock_inputs [all_inputs -no_clocks]
set_input_delay [expr $clk_period * $clk_io_pct] -clock clk0 $non_clock_inputs
set_output_delay [expr $clk_period * $clk_io_pct] -clock clk0 [all_outputs]
```

## flow/run.sh

```bash
#!/bin/bash
# OpenROAD 26Q1-2900-gdf79404cd8, Yosys 0.63+post, stock flow scripts
make -C /OpenROAD-flow-scripts/flow DESIGN_CONFIG=/design/flow/config.mk WORK_HOME=/design/flow/orfs finish
```

==> flow_summary_export.csv <==
group,metric,value,unit
placed_design,place_congestion,0.7794,
grt,grt_pass1_wl,7169,um
layout,drive_above_1_share,10.95,%
flow_run,maxCapViolCount,0,
drt,ant_nets,0,
floorplan,die_area,0.01254,mm2
yosys,ys_cells,197,
final_timing,fin_worst_skew,0.005026,ns
grt,grt_use_total,6.576,%
final_timing,slew_violations,0,
drt,drt_first_pass_iters,4,
clock_network,clkTransAtPathRegs,0.07,ns
critical_path,critical_path_class,"flop to flop",
yosys,top_cells_by_count,"dfrtp_1, a211oi_1, xor2_1",
final_timing,hold_viol,0,
clock_network,max-clock-path-buffers,2,
yosys,async_flop_share,100.0,%
yosys,yosysSeqAreaShare,44.82,%
critical_path,reg2reg_slack,1.25,ns
final_timing,relSlewSlack,58.36,%
yosys,yosys.area.top_type_share,42.21,%
clock_network,holdBufCountCts,0,
final_timing,tightest_slew,0.6246,ns
yosys,ys.warnings.count,1,
yosys,synth-edff-count,0,
drt,drc,0,
clock_network,cts_tree,"done",
clock_network,clock-sinks,36,
grt,overflow,0,
grt,grt_max_degree,37,
placed_design,portBuffers,5,
critical_path,reg2reg_depth,6,
power,peakVddDrop,162.3,uV
min_path,min_path_type,"input port to asynchronous set/reset pin",
floorplan,coreArea,0.008217,mm2
power,leakage,0.8007,nW
final_timing,post-route-period-util,65.36,%
floorplan,fp_util,24.53,%
clock_network,postCtsSetupRepairBufs,0,
yosys,postSynthCellCount,197,
critical_path,cp-endpoint,"timer_cnt[19]",
yosys,syn_avg_cell_area,10.23,um2
floorplan,die_h,112,um
critical_path,reg2reg_from,"timer_cnt[0]",
critical_path,cp_max_fo,17,
critical_path,worst_ep_arrival_time,2.55,ns
clock_network,worstSkewPairLatency,0.29,ns
placed_design,placed_area,0.002140,mm2
floorplan,ios,6,
yosys,syn_area,0.002016,mm2
drt,wl_per_cell,13.54,um
final_timing,setup_viol,0,
flow_run,warnings,25,
yosys,synth.distinct_cells,38,
status,status,"completed",
grt,antenna_found_initial,0,
yosys,ys_ff,36,
placed_design,hpwl,2659,um
yosys,yosys-top-cells-area,"dfrtp_1, a211oi_1, xor2_1, or3_1, nand3_1",
critical_path,cp-start-kind,"flop",
drt,antenna_cells,0,
clock_network,post_cts_resized,0,
power,power_density,393.8,mW/mm2
yosys,synth-main-ff-cell,"dfrtp_1",
clock_network,h-tree-depth,2,
layout,flow.area_growth_from_synthesis,11.67,%
yosys,ys_area,0.002016,mm2
final_timing,tns,0,ns
clock_network,numCtsBuffers,5,
grt,grt_pass1_vias,1454,
critical_path,critPathRequiredTime,3.79,ns
drt,drt-initial-drc-count,89,
critical_path,worstSetupEndpointType,"flop",
final_timing,fmax,425.0,MHz
critical_path,crit_path_start,"timer_cnt[0]",
drt,via_count,1546,
final_timing,grt_setup_unrepaired,"false",
final_timing,min_period,2.353,ns
drt,via_per_inst,5.052,
yosys,yosys.area.top_type,"dfrtp_1",
floorplan,rows,33,
layout,fin_area,0.002251,mm2
floorplan,die_w,112,um
critical_path,r2r-end,"timer_cnt[19]",
drt,wl,4142,um
clock_network,cts-root-buf,"clkbuf_8",
yosys,synth_top_cell_by_count,"dfrtp_1",
==> report_power, final <==
part | switching, mW | internal, mW
registers | 0.0248 | 0.430
clock network | 0.153 | 0.205
logic | 0.0302 | 0.0433
==> per-layer routing <==
layer	routed length (um)	track usage (%)
met5	0	0
met3	196	1.737
met1	1979	9.490
met2	1916	9.907
met4	49	0.9306
==> area by class of cell <==
class,count,area [um2]
inverter,7,26.28
sequential,36,903.4
fill,836,5966
tap,105,131.4
clock inverter,3,42.54
clock buffer,5,68.82
multi-input combinational,142,1011
timing repair buffer,8,67.56
==> sequential cells by signal, indices dropped and copies added, names as in the netlist <==
name,flops
timer_cnt,32
led,4
==> worst max-delay path, stage by stage (launching register included) <==
cell      delay [ns]
dfrtp_1         0.41
ha_1            0.24
and4_1          0.35
a211o_1         0.40
a21o_1          0.29
buf_4           0.26
a221oi_1        0.30
==> layout by cell type, fill, tap and decap left out, types with 3 or more instances in the layout <==
cell type        count
xor2_1              13
nand3_1             12
a2111oi_0            4
nand2_1              9
dfrtp_1             34
inv_1                7
o21ai_0             11
or4_1                3
clkbuf_8             5
mux2i_1              4
or3_1               12
and2_1               3
nand4_1              7
and4_1               6
clkdlybuf4s50_1      4
conb_1               6
a221oi_1             6
a221oi_2             4
a211oi_1            16
o41ai_1              4
and3_1               3
nor3_1               4
buf_4                3
==> cells by family after synthesis <==
kind of cell             synth area share (%)
adder cells (fa/ha/maj)                0.6206
multiplexers                            1.986
AND-OR/OR-AND                           21.23
flip-flops                              44.82
other                                  0.1860
AND/OR/NAND/NOR                         19.12
XOR/XNOR                                6.083
buffers and inverters                   5.959
==> how the worst min path moves through the flow <==
stage                  from       endpoint  slack, ns  cells past startpoint
after CTS             rst_n         led[3]       0.48                      2
after global routing  rst_n         led[3]       0.50                      2
final                 rst_n  timer_cnt[23]       0.46                      2
==> metrics by stage <==
step                setup slack, ns  std cells  hold slack (ns)  utilization (%)  power (mW)
floorplan                     1.557        202           0.4244                -      0.4833
global placement              1.299        298           0.4737            26.04      0.5383
detailed placement            1.249        298           0.4857            26.04      0.5380
CTS                           1.252        306           0.4797            27.39      0.8968
global route                  1.114        306           0.5015            27.39      0.9382
finish                        1.247        306           0.4576            27.39      0.8865
Power is estimated from default activity; no workload was simulated.
