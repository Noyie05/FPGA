## design/flow/constraint.sdc

```tcl
current_design RGB2YCbCr

set clk_period 4.4
set clk_io_pct 0.2

create_clock -name clk0 -period $clk_period [get_ports {sys_clk}]

set non_clock_inputs [all_inputs -no_clocks]
set_input_delay [expr $clk_period * $clk_io_pct] -clock clk0 $non_clock_inputs
set_output_delay [expr $clk_period * $clk_io_pct] -clock clk0 [all_outputs]
```

## design/flow/run.sh

```bash
#!/bin/bash
# OpenROAD 26Q1-2900-gdf79404cd8, Yosys 0.63+post, stock flow scripts
make -C /OpenROAD-flow-scripts/flow DESIGN_CONFIG=/design/flow/config.mk WORK_HOME=/design/flow/orfs finish
```

## design/flow/config.mk

```make
export PLATFORM = sky130hd
export DESIGN_NAME = RGB2YCbCr
export DESIGN_NICKNAME = RGB2YCbCr
export VERILOG_FILES = /design/flow/design.v
export SDC_FILE = /design/flow/constraint.sdc
export NUM_CORES = 4
export LEC_CHECK = 1
export CORE_UTILIZATION = 40
```

## design/flow/design.v

```verilog
module RGB2YCbCr(
    input sys_clk,
    input sys_rst,
    input per_img_vsync,
    input per_img_href,
    input [7:0] per_img_red,
    input [7:0] per_img_green,
    input [7:0] per_img_blue,
    output  post_img_vsync,
    output  post_img_href,
    output [7:0] post_img_Y,
    output [7:0] post_img_Cb,
    output wire [7:0] post_img_Cr 
);
reg [15:0] img_red_r0,img_red_r1,img_red_r2;
reg [15:0] img_green_r0,img_green_r1,img_green_r2;
reg [15:0] img_blue_r0,img_blue_r1,img_blue_r2;
always @(posedge sys_clk ) 
    begin
        img_red_r0  <=per_img_red*8'd76;
        img_red_r1  <=per_img_red*8'd43;
        img_red_r2  <=per_img_red*8'd128;
        img_green_r0<=per_img_green*8'd150;
        img_green_r1<=per_img_green*8'd84;
        img_green_r2<=per_img_green*8'd107;
        img_blue_r0 <=per_img_blue*8'd29;
        img_blue_r1 <=per_img_blue*8'd128;
        img_blue_r2 <=per_img_blue*8'd20;
    end
reg [15:0] img_Y_r0,img_Cb_r0,img_Cr_r0;
always @(posedge sys_clk ) 
    begin
        img_Y_r0 <=img_red_r0+img_green_r0+img_blue_r0;
        img_Cb_r0<=img_red_r1-img_green_r1-img_blue_r1+16'd32768;
        img_Cr_r0<=img_red_r2-img_green_r2-img_blue_r2+16'd32768;
    end
reg [7:0] img_Y_r1,img_Cb_r1,img_Cr_r1;
always @(posedge sys_clk ) 
    begin
        img_Y_r1 <=img_Y_r0[15:8];
        img_Cb_r1<=img_Cb_r0[15:8];
        img_Cr_r1<=img_Cr_r0[15:8];
    end
reg [2:0] per_img_vsync_r,per_img_href_r;
always @(posedge sys_clk or negedge sys_rst) 
    begin
        if(!sys_rst)
            begin
                per_img_vsync_r<=0;
                per_img_href_r <=0;
            end
        else
            begin
                per_img_vsync_r<={per_img_vsync_r[1:0],per_img_vsync};
                per_img_href_r <={per_img_vsync_r[1:0],per_img_href};
            end
    end
assign post_img_vsync=per_img_vsync_r[2];
assign post_img_href =per_img_href_r[2];
assign post_img_Y    =post_img_href?img_Y_r1 :8'd0;
assign post_img_Cb   =post_img_href?img_Cb_r1:8'd0;
assign post_img_Cr   =post_img_href?img_Cr_r1:8'd0;
endmodule
```

==> flow_results.org <==
#+TITLE: Physical design notes

** Clocking
- Max clock buf depth :: 2
- Cts-stage hold buffer count :: 0
- Clock latency on the worst-skew pair :: between 0.4 and 0.5 ns
- The number of clock buffers added by TritonCTS is 17.
- In the CTS report, the clock slew at the register clock pins of the worst setup and hold paths is listed as 0.06 ns.
- The cell sitting at the root of the clock tree is a clkbuf_16.
- Sinks on Clock Net :: ~150
- CTS H-tree depth :: 4
- TritonCTS built the clock tree.

** Timing
- Per the timing report, the achievable frequency comes out to between 200 and 250 MHz.
- Final max-slew violation count :: 0
- Tcrit/Tclk final :: a little over nine tenths
- For the finished layout, the period the worst path requires is 4.22 ns.
- The final timing report counts setup violations totalling 0.
- On the final layout, the worst clock skew is ~0.011 ns.
- Setup slack on the critical path of the routed design comes to around 0.18 ns.
- Accumulated negative setup slack :: 0 ns
- Final hold vios :: 0
- Slew margin rel. :: ~56%
- The transition time recorded at the tightest slew-check pin is 0.655 ns.
- Setup repair after global routing missed its margin :: no

** Route
- Detailed Routing Iterations Pass 1 :: 23
- The final layout contains routed wiring with a total length of about 20000 µm.
- In the final routed layout, each cell accounts on average for roughly 13 µm.
- Number of DRC violations after detailed routing :: 0
- Via count :: ~7300
- Mean number of vias per cell :: between 4 and 5
- Ant. Diodes :: 0
- Number of nets still failing antenna checks after routing :: 0
- Per the log, the first TritonRoute iteration ended with a DRC count of roughly 380.

** Global route
- Per the GRT log, the top usage layer is met2.
- GR Util met3 :: between 2 and 2.5%
- Entering global routing, the biggest net connects 27 pins.
- Antenna violations before repair :: 0
- GRT Resource Usage Total :: between 10% and 20%
- For met1 alone, demand over resource in global routing was 25.1%.
- The first global-routing pass estimated between 30000 and 40000 µm of wire.
- Total overflow reported by the global router :: 0
- Number of global-route vias before repair :: between 6000 and 7000
- The global routing report lists met2 layer usage as 25.6%.

** Min path
- Note that the worst hold path type here is register to register.
- Hold Startpoint :: img_Cr_r0[14]

** Critical path
- Critical Path Start :: per_img_green[0]
- The report puts the cell count of the worst reg-to-reg path at 8.
- At the worst endpoint, the required time is 4.70 ns.
- STA classifies the critical path endpoint as a register.
- Startpoint class of the critical path :: primary input
- Cell with the biggest individual delay on the critical path :: fa_1
- The kind of cell with the highest combined delay along the critical path is adder cells.
- For reference, the critical path cell chain is clkdlybuf4s50_1 > ha_2 > fa_1 > fa_1 > inv_1 > fa_1 > inv_1 > ha_1 > a21o_1 > or3_4 > o31ai_4 > o21ai_1 > a21oi_1 > xnor2_1.
- Following the worst setup path forward leads to its endpoint at img_green_r2[14].
- Buf+Inv Stages, Crit Path :: 3
- CP peak stage delay :: approximately 0.52 ns
- Critical path depth :: 14
- Register-to-Register Setup Slack :: between 1.5 and 2 ns
- STA lists the maximum fanout along the critical path as 3.
- Most frequent CP cell :: fa_1
- Critical path class :: primary input to register
- In this run the critical register-to-register path is launched from img_red_r1[1].
- The endpoint identified for the worst register-to-register timing path is img_Y_r0[12].
- According to the timing report, the arrival time at the worst endpoint equals between 4 and 5 ns.

** Job
- Number of warnings in the stage logs :: 33
- Max-cap violations in this run came to 0.

** Power and ir drop
- Dividing total power by cell area gives a power density of around 660 nW/µm².
- Looking at the VDD voltage map, the peak drop is roughly 350 µV.
- Of the total power, the share spent switching nets is between 30% and 40%.
- The clock network accounts for 16.6% of the total power.
- Proportion of power drawn by flip-flops and latches :: between 20% and 30%
- Power share of the combinational group :: about three fifths
- P_leak :: about 6.4 nW
- The net switching power in the latest report is 3.29 mW.
- Cell-internal power :: 5.07 mW

** Logic synthesis
- Post-synthesis, Yosys gives the total cell area as between 10000 and 15000 µm².
- Of all cell types, the one taking the most synthesized area is dfxtp_1.
- Counting flops with a built-in enable in the synthesized netlist gives 0.
- Post-synth the commonest register cell is dfxtp_1.
- Synthesis produced between 1000 and 1500 cells.
- The share of synthesized area in the top cell type comes to ~27%.
- In this run, synthesis produced a sequential element count of roughly 150.
- Yosys reported that registers with async set or reset make up under 10%.
- After synthesis, flip-flops and latches occupy around 28% of the total area.
- Synth Area per Inst :: 9.96 µm²
- Warnings reported by Yosys during synthesis add up to 1.
- After synthesis, the netlist uses just under 60 different library cells.
- Biggest area contributors in the synthesized netlist :: dfxtp_1 (27%), ha_1 (26%), fa_1 (13%), inv_1 (6.4%), xnor2_1 (4.5%)
- Mapped Area :: around 11000 µm²
- Yosys stat counts between 1000 and 1500 cells in the synthesized netlist.
- Commonest cells in the netlist :: ha_1 (225), inv_1 (183), dfxtp_1 (143)
- By instance count, the leading cell after synthesis is ha_1.

** Placed design
- DPL Wire Length :: between 15000 and 20000 µm
- Gpl congestion :: just over 0.9
- The count of buffers added on input and output ports is ~52.
- Prior to clock tree synthesis, the placed netlist has a worst setup slack of -0.527 ns.
- Total placed cells including tap cells :: ~1500

** Finish
- Number of cells in the finished layout apart from fillers :: 1549
- Layout fillers :: approximately 2400
- The layout report lists the multi-input gate area as between 7000 and 8000 µm².
- Per the run report, area growth between synthesis and finish was 18.9%.
- Registers take roughly 3000 µm².
- Share of post-route cells with drive strength above 1 :: 9.56%

** Die
- The vertical die dimension reported for this design is roughly 170 µm.
- Floorplan die width :: between 150 and 200 µm
- The initial utilization of the core area, before any placement, comes to 40.8%.
- I/O Pins :: between 50 and 60
- Floorplan core area :: 26100 µm²
- In this run the full chip footprint comes out at around 27000 µm².
- Placement row count :: ~60

** Outcome
- The flow ran to the end, and the final reports show no timing, DRC or antenna violations.
-- state kept, by name, summed over array words and instances, names as in the netlist --
name             count
img_Y_r0             8
img_Y_r1             8
per_img_vsync_r      2
img_green_r0        10
img_red_r2           7
img_Cb_r0            8
img_blue_r2          8
img_Cr_r0            8
img_Cb_r1            8
img_blue_r1          6
img_green_r2        15
img_green_r1        12
img_blue_r0         13
img_red_r0          10
per_img_href_r       1
img_red_r1          14
img_Cr_r1            8
-- layer usage --
layer  vias up  wire length (µm)
li1       3854                 -
met1      3365             10100
met2       111              9050
met3        16               676
met4         0               238
met5         -                 0
-- worst min-delay path by stage --
stage     cells after the start           end  slack (ns)
4_1_cts                       0   img_Y_r1[1]        0.33
5_1_grt                       0  img_Cb_r1[5]        0.33
6_report                      0  img_Cr_r1[6]        0.33
-- logic make-up (layout without fill, tap and decap cells) --
logic type | after synthesis | count (layout) | share of synthesized area [%]
adders and majority gates | 293 | 293 | 39.2
and+or+nand+nor | 189 | 189 | 9.03
buffers and inverters | 189 | 332 | 6.69
AOI/OAI and AO/OA | 175 | 175 | 11.0
DFF | 146 | 146 | 27.5
xor gates and xnor gates | 79 | 79 | 6.56
-- metrics by stage --
step	instance area, µm²	hold WS [ns]	util [%]	power (mW)
finish	12700	0.326	48.5	8.36
global route	12700	0.333	48.5	9.25
CTS	12600	0.326	48.4	8.45
detailed placement	12100	0.312	46.1	6.98
global placement	12100	0.310	46.1	6.96
floorplan	10700	0.310	-	5.69
-- final cells by class --
type                            count  share of cell area [%]
Clock buffer                       18                    3.38
Clock inverter                     14                    1.12
Inverter                          183                    5.42
Multi-Input combinational cell    736                    55.6
Sequential cell                   146                    23.2
Tap cell                          335                    3.30
Timing Repair Buffer              117                    7.97
-- power by group through the flow --
stage                 clock network (mW)  logic (mW)  registers (mW)
final                               1.39        4.86            2.11
after CTS                           1.42        4.89            2.13
after global routing                1.48        5.59            2.17
-- layout by cell type (no fill, tap or decap), types with 3 or more instances in the layout --
master / n
a21oi_1: 53
o21ai_0: 36
ha_1: 222
or2_2: 4
nor2_1: 55
o31ai_1: 3
inv_6: 6
and3_1: 6
o21a_1: 8
a211oi_1: 6
nor3_1: 15
xnor2_1: 55
o21bai_1: 7
a2111oi_0: 3
clkdlybuf4s50_1: 48
fa_1: 68
buf_4: 65
dfxtp_1: 143
inv_8: 3
nand3_1: 6
inv_1: 183
a221oi_1: 4
a31oi_1: 3
nand2_1: 31
nand2b_1: 11
o2111ai_1: 4
dfrtp_1: 3
nor4_1: 4
clkbuf_16: 17
nor2b_1: 11
a21o_1: 15
or4_1: 3
and2_1: 28
nand4_1: 5
o211ai_1: 5
o31a_1: 3
xor2_1: 23
o41ai_1: 3
-- timing repair --
action | 4_1_cts | 5_1_grt
pin swaps | 3 | 6
hold endpoints to repair | 0 | 0
resized | 4 | 7
setup endpoints to repair | 2 | 2
buffers inserted | 0 | 1
No activity file was given, so power comes from the tool's default toggle rates.
