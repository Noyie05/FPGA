### run.sh
#!/bin/bash
# OpenROAD 26Q1-2900-gdf79404cd8, Yosys 0.63+post, stock flow scripts
make -C /OpenROAD-flow-scripts/flow DESIGN_CONFIG=/design/flow/config.mk WORK_HOME=/design/flow/orfs finish
### design.v
module led1to4(
    input sys_clk,
    input rst_n,
    output reg [3:0] led
    );
    reg [3:0] model;         
    reg [31:0]led_count;     
    reg led_exist;           
    reg led_rst;             
    parameter Idle =4'b0000,
              led1 =4'b0001,
              led2 =4'b0010,
              led3 =4'b0100,
              led4 =4'b1000,
              over =4'b1111;
    parameter Max_count_time=49_999_999, 
              Test_count_time=100;
    always @(posedge sys_clk or negedge rst_n) 
        begin
            if(!rst_n)
                begin
                    model<=Idle;
                    led<=Idle;
                    led_rst<=0;
                end
            else
                case(model)
                    Idle:
                        begin
                            if(led_exist==1)
                                begin
                                    led_rst<=1;
                                    model<=led1;
                                end
                            else 
                                begin
                                    led<=Idle;
                                    led_rst<=0;
                                end
                        end
                    led1:
                        begin
                            led<=led1;
                            if(led_exist==1)
                                begin
                                    led_rst<=1;
                                    model<=led2;
                                end
                            else
                                begin
                                   led<=led1;
                                   led_rst<=0;   
                                end
                        end                   
                    led2:
                        begin
                            if(led_exist==1)
                                begin
                                    led_rst<=1;
                                    model<=led3;
                                end
                            else
                                begin
                                   led<=led2;
                                   led_rst<=0;   
                                end
                        end
                    led3:
                        begin
                            led<=led3;
                            if(led_exist==1)
                                begin
                                    led_rst<=1;
                                    model<=led4;
                                end
                            else
                                begin
                                   led<=led3;
                                   led_rst<=0;   
                                end
                        end
                    led4:
                        begin
                            led<=led4;   
                            if(led_exist==1)
                                begin
                                    led_rst<=1;
                                    model<=over;
                                end
                            else
                                begin
                                    led<=led4;
                                    led_rst<=0;   
                                end                        
                        end
                    over:
                        begin
                            if(led_exist==1)
                                begin
                                    led_rst<=1;
                                    model<=Idle;
                                end
                            else
                                begin
                                    led<=over;
                                    led_rst<=0;
                                end
                        end
                    default: led<=Idle;
                endcase 
        end
    always @(posedge sys_clk or negedge rst_n) 
        begin
            if(!rst_n)
                begin
                    led_count<=0;
                    led_exist<=0;
                end
            else if(led_rst)
                begin
                    led_exist<=0;
                end
            else if (led_count>=Max_count_time)
                begin
                    led_count<=0;
                    led_exist<=1;
                end
            else
                begin
                    led_count<=(led_count+1);
                    led_exist<=0;
                end
        end
    endmodule
### config.mk
export PLATFORM = sky130hd
export DESIGN_NAME = led1to4
export DESIGN_NICKNAME = led1to4
export VERILOG_FILES = /design/flow/design.v
export SDC_FILE = /design/flow/constraint.sdc
export NUM_CORES = 4
export LEC_CHECK = 1
export CORE_UTILIZATION = 50
### constraint.sdc
current_design led1to4

set clk_period 4.7
set clk_io_pct 0.2

create_clock -name clk0 -period $clk_period [get_ports {sys_clk}]

set non_clock_inputs [all_inputs -no_clocks]
set_input_delay [expr $clk_period * $clk_io_pct] -clock clk0 $non_clock_inputs
set_output_delay [expr $clk_period * $clk_io_pct] -clock clk0 [all_outputs]
==> ci_impl_report.md <==
### Yosys + OpenROAD results

| Metric | Value |
|---|---|
| Average wire per standard cell | `14.23 um` |
| TritonCTS Sinks | `44` |
| # DRC | `0` |
| Worst VDD drop | `164.0 uV` |
| Max_slew headroom | `44.17%` |
| Post-layout instance area | `2390 sq um` |
| Largest cells by area after synthesis | `dfrtp_1 (48%), xor2_1 (7.1%), nor2_1 (5.6%), nand4_1 (3.7%), mux2_2 (3.5%)` |
| Top Metal Used | `met4` |
| Core box area | `4144 sq um` |
| Critical Path Sink Type | `flop` |
| Syn_area_per_cell | `10.28 sq um` |
| DR vias/cell | `5.672` |
| CP arrival | `2.34 ns` |
| Crit path max-delay cell type | `a21oi_4` |
| RD Place Congestion | `0.8962` |
| Hold bufs inserted after CTS | `0` |
| Fp_density | `53.59%` |
| Share of layout cells above drive strength 1 | `12.95%` |
| Clk_skew | `0.004835 ns` |
| Fmax | `0.4565 GHz` |
| Number of port buffers | `5` |
| # Post-CTS Setup Buffers | `0` |
| Power per Cell Area | `259.2 nW/um^2` |
| Metal1 wirelength | `2031 um` |
| Async SR Flop Fraction | `100.0%` |
| Status | `finished clean` |
| Max incr delay on CP | `0.63 ns` |
| Fill cells | `363` |
| CTS Root Cell | `clkbuf_8` |
| Maximum fanout along the worst path | `26` |
| Flops & latches, synth | `44` |
| Most frequent cell on the critical path | `and3_1` |
| Main flop type | `dfrtp_1` |
| Worst Hold Class | `flop to flop` |
| Met3 WL post-DR | `76 um` |
| Area Growth Syn to Fin | `7.606%` |
| I/O pin count | `6` |
| CP delay by family, top | `AND-OR/OR-AND gates` |
| Yosys warning tally | `1` |
| Setup-failing EPs final | `0` |
| CTS H-tree lvls | `2` |
| Mapped Area | `2221 sq um` |
| Clock transition at the registers of the reported paths | `0.08 ns` |
| Post-cts resize count | `0` |
| First-pass iteration count of the detailed router | `4` |
| Yosys chip area | `2221 sq um` |
| CTS tree | `built` |
| Late-Pin Clk Latency | `0.29 ns` |
| CP Cell Sequence | `and3_1 > and3_1 > a31oi_4 > a21oi_4 > nor2_1` |
| Met2 routed WL | `1748 um` |
| Total grt overflow | `0` |
| Final Hold Vio Count | `0` |
| WP buf/inv | `0` |
| Clock buffer depth | `2` |
| CP required | `4.85 ns` |
| LEAKAGE | `1.101 nW` |
| CP Launch Type | `flop` |
| First-pass GRT wire length | `6768 um` |
| Worst Tran Pin Value | `0.8310 ns` |
| CP Class | `flop to flop` |
| Fin crit share | `46.60%` |
| Row cnt | `23` |
| Cts bufs inserted | `5` |
| Min Clock Period, post-route | `2.190 ns` |
| Largest net degree at the start of global routing | `45` |
| Number of max-cap violations | `0` |
| RSZ-0062 raised after global routing | `no` |
| Area share, top type | `48.45%` |
| Placed inst area | `2297 sq um` |
| Via count | `1554` |
| First DRT Iteration DRCs | `70` |
| Sequential cell area fraction in the yosys report | `49.63%` |
| Post-synth EDFFs | `0` |
| Leading area contributor after synthesis | `dfrtp_1` |
| Post-DP HPWL | `2668 um` |
| Cell Type Count | `43` |
| Overall die height | `68.65 um` |
| Total die size | `4712 sq um` |
| DRT Wirelength | `3899 um` |
| Stage-log warning count | `25` |
| Yosys stat cell total | `216` |
| Total negative slack | `0 ns` |
| Antenna Nets Post-Route | `0` |
| Vias in the first global route | `1507` |
| Mapped Cells | `216` |
| Initial antenna violation count | `0` |
| Die width | `68.65 um` |
| Slew Viols, Final | `0` |
| GRT Resource Usage Total | `19.84%` |
| N_diodes | `0` |
cells by family (layout without fill, tap and decap cells):
kind of cell / Yosys count / after routing / share of synthesized area [%]
buffers and inverters: 12 / 20 / 2.760
DFF: 44 / 44 / 49.63
muxes: 7 / 7 / 3.549
adders and majority gates: 1 / 1 / 0.5633
xor gates and xnor gates: 21 / 21 / 8.282
AOI/OAI and AO/OA: 27 / 27 / 9.465
and+or+nand+nor: 104 / 104 / 25.75
final timing paths:
kind,from,endpoint,slack [ns],depth (start not counted)
max,led_count[19]$_DFFE_PN0N_,led_count[24]$_DFFE_PN0N_,2.51,5
min,led[1]$_DFFE_PN0P_,led[1]$_DFFE_PN0P_,0.53,2
max in group asynchronous,rst_n,asynchronous set/reset pin,3.61,2
min in group asynchronous,rst_n,led_count[12]$_DFFE_PN0N_,0.71,2
max reg2reg,led_count[19]$_DFFE_PN0N_,led_count[24]$_DFFE_PN0N_,2.51,5
min reg2reg,led[1]$_DFFE_PN0P_,led[1]$_DFFE_PN0P_,0.53,2
power breakdown:
part	internal, W	switching [W]
logic	0.000000839	0.00000694
clock network	0.000105	0.000128
registers	0.000378	0
tightest hold or removal path, stage by stage (launching register included):
cell and delay, ns:
dfrtp_1 0.39, inv_1 0.05, a21oi_1 0.06
Yosys cell counts (2+ instances only):
library cell / number
dfrtp_1: 43
nor2_1: 33
nand2_1: 19
xor2_1: 18
nand4_1: 13
nand3_1: 10
mux2_2: 7
and3_1: 6
inv_1: 6
a21oi_1: 5
o21ai_0: 5
a31oi_1: 4
nor4_1: 4
clkbuf_1: 3
o22ai_1: 3
or3_1: 3
xnor2_1: 3
buf_6: 2
nand2b_1: 2
nand4b_1: 2
nor3_1: 2
o211ai_1: 2
final cells by class:
type | instances | area [sq um] | area share [%]
clock buffers | 5 | 68.82 | 2.880
clock inverters | 3 | 23.77 | 0.9948
inverters | 6 | 22.52 | 0.9424
multi-input cells | 160 | 1057 | 44.24
flip-flops and latches | 44 | 1102 | 46.13
well taps | 50 | 62.56 | 2.618
repair buffers | 6 | 52.55 | 2.199
through the flow:
| stage | worst slack [ns] | instances | utilization, % | hold WS [ns] | power [W] |
|---|---|---|---|---|---|
| 2_1_floorplan | 2.988 | 216 | - | 0.4704 | 0.0003859 |
| 3_3_place_gp | 2.563 | 266 | 55.43 | 0.5093 | 0.0003940 |
| 3_5_place_dp | 2.505 | 266 | 55.43 | 0.5175 | 0.0003942 |
| 4_1_cts | 2.494 | 274 | 57.67 | 0.5383 | 0.0006339 |
| 5_1_grt | 2.328 | 274 | 57.67 | 0.5756 | 0.0006486 |
| 6_report | 2.510 | 274 | 57.67 | 0.5291 | 0.0006193 |
routing by layer:
layer / vias to the layer above / track usage, %
li1: 788 / -
met1: 750 / 31.14
met2: 11 / 31.00
met3: 5 / 3.167
met4: 0 / 2.604
met5: - / 0
cells in the final DEF (no fill, tap or decap), types with 2 or more instances in the layout:
cell type | Yosys | final
a21oi_1 | 5 | 5
a31oi_1 | 4 | 4
and3_1 | 6 | 6
clkbuf_8 | 0 | 5
clkdlybuf4s50_1 | 0 | 4
clkinvlp_4 | 0 | 2
dfrtp_1 | 43 | 43
inv_1 | 6 | 6
mux2_2 | 7 | 7
nand2_1 | 19 | 19
nand2b_1 | 2 | 2
nand3_1 | 10 | 10
nand4_1 | 13 | 13
nand4b_1 | 2 | 2
nor2_1 | 33 | 33
nor3_1 | 2 | 2
nor4_1 | 4 | 4
o211ai_1 | 2 | 2
o21ai_0 | 5 | 5
o22ai_1 | 3 | 3
or3_1 | 3 | 3
xnor2_1 | 3 | 3
xor2_1 | 18 | 18
No activity file was given, so power comes from the tool's default toggle rates.
